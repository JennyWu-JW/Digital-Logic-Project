<file path="flow/config.mk">
export PLATFORM = sky130hd
export DESIGN_NAME = MusicMem_RTL
export DESIGN_NICKNAME = MusicMem_RTL
export VERILOG_FILES = /design/flow/design.v
export SDC_FILE = /design/flow/constraint.sdc
export NUM_CORES = 4
export LEC_CHECK = 1
export CORE_AREA = 10 10 91 91
export DIE_AREA = 0 0 101 101
</file>
<file path="flow/design.v">
localparam REST     = 32'h00000000;
localparam NOTE_G   = 32'h00000001;
localparam NOTE_A   = 32'h00000002;
localparam NOTE_B   = 32'h00000003;
localparam NOTE_C   = 32'h00000004;
localparam NOTE_D   = 32'h00000005;
localparam NOTE_E   = 32'h00000006;
localparam NOTE_F   = 32'h00000007;
localparam SONG_END = 32'hffffffff;
module MusicMem_RTL
(
  (* keep=1 *) input  logic        memreq_val,
  (* keep=1 *) input  logic [15:0] memreq_addr,
  (* keep=1 *) output logic [31:0] memresp_data
);
  always_comb begin
    case( memreq_addr )
      16'h0000: memresp_data = NOTE_B;
      16'h0004: memresp_data = REST;
      16'h0008: memresp_data = NOTE_A;
      16'h000C: memresp_data = REST;
      16'h0010: memresp_data = NOTE_G;
      16'h0014: memresp_data = REST;
      16'h0018: memresp_data = NOTE_A;
      16'h001C: memresp_data = REST;
      16'h0020: memresp_data = NOTE_B;
      16'h0024: memresp_data = REST;
      16'h0028: memresp_data = NOTE_B;
      16'h002C: memresp_data = REST;
      16'h0030: memresp_data = NOTE_B;
      16'h0034: memresp_data = REST;
      16'h0038: memresp_data = REST;
      16'h003C: memresp_data = REST;
      16'h0040: memresp_data = NOTE_A;
      16'h0044: memresp_data = REST;
      16'h0048: memresp_data = NOTE_A;
      16'h004C: memresp_data = REST;
      16'h0050: memresp_data = NOTE_A;
      16'h0054: memresp_data = REST;
      16'h0058: memresp_data = REST;
      16'h005C: memresp_data = REST;
      16'h0060: memresp_data = NOTE_B;
      16'h0064: memresp_data = REST;
      16'h0068: memresp_data = NOTE_D;
      16'h006C: memresp_data = REST;
      16'h0070: memresp_data = NOTE_D;
      16'h0074: memresp_data = REST;
      16'h0078: memresp_data = REST;
      16'h007C: memresp_data = REST;
      16'h0080: memresp_data = NOTE_B;
      16'h0084: memresp_data = REST;
      16'h0088: memresp_data = NOTE_A;
      16'h008C: memresp_data = REST;
      16'h0090: memresp_data = NOTE_G;
      16'h0094: memresp_data = REST;
      16'h0098: memresp_data = NOTE_A;
      16'h009C: memresp_data = REST;
      16'h00A0: memresp_data = NOTE_B;
      16'h00A4: memresp_data = REST;
      16'h00A8: memresp_data = NOTE_B;
      16'h00AC: memresp_data = REST;
      16'h00B0: memresp_data = NOTE_B;
      16'h00B4: memresp_data = REST;
      16'h00B8: memresp_data = NOTE_B;
      16'h00BC: memresp_data = REST;
      16'h00C0: memresp_data = NOTE_A;
      16'h00C4: memresp_data = REST;
      16'h00C8: memresp_data = NOTE_A;
      16'h00CC: memresp_data = REST;
      16'h00D0: memresp_data = NOTE_B;
      16'h00D4: memresp_data = REST;
      16'h00D8: memresp_data = NOTE_A;
      16'h00DC: memresp_data = REST;
      16'h00E0: memresp_data = NOTE_G;
      16'h00E4: memresp_data = NOTE_G;
      16'h00E8: memresp_data = NOTE_G;
      16'h00EC: memresp_data = NOTE_G;
      16'h00F0: memresp_data = REST;
      16'h00F4: memresp_data = REST;
      16'h00F8: memresp_data = REST;
      16'h00FC: memresp_data = SONG_END;
      16'h0200: memresp_data = NOTE_B;
      16'h0204: memresp_data = REST;
      16'h0208: memresp_data = NOTE_B;
      16'h020C: memresp_data = REST;
      16'h0210: memresp_data = NOTE_B;
      16'h0214: memresp_data = REST;
      16'h0218: memresp_data = REST;
      16'h021C: memresp_data = REST;
      16'h0220: memresp_data = NOTE_B;
      16'h0224: memresp_data = REST;
      16'h0228: memresp_data = NOTE_B;
      16'h022C: memresp_data = REST;
      16'h0230: memresp_data = NOTE_B;
      16'h0234: memresp_data = REST;
      16'h0238: memresp_data = REST;
      16'h023C: memresp_data = REST;
      16'h0240: memresp_data = NOTE_B;
      16'h0244: memresp_data = REST;
      16'h0248: memresp_data = NOTE_D;
      16'h024C: memresp_data = REST;
      16'h0250: memresp_data = NOTE_G;
      16'h0254: memresp_data = REST;
      16'h0258: memresp_data = NOTE_A;
      16'h025C: memresp_data = REST;
      16'h0260: memresp_data = NOTE_B;
      16'h0264: memresp_data = NOTE_B;
      16'h0268: memresp_data = NOTE_B;
      16'h026C: memresp_data = NOTE_B;
      16'h0270: memresp_data = REST;
      16'h0274: memresp_data = REST;
      16'h0278: memresp_data = REST;
      16'h027C: memresp_data = REST;
      16'h0280: memresp_data = NOTE_C;
      16'h0284: memresp_data = REST;
      16'h0288: memresp_data = NOTE_C;
      16'h028C: memresp_data = REST;
      16'h0290: memresp_data = NOTE_C;
      16'h0294: memresp_data = REST;
      16'h0298: memresp_data = NOTE_C;
      16'h029C: memresp_data = REST;
      16'h02A0: memresp_data = NOTE_C;
      16'h02A4: memresp_data = REST;
      16'h02A8: memresp_data = NOTE_B;
      16'h02AC: memresp_data = REST;
      16'h02B0: memresp_data = NOTE_B;
      16'h02B4: memresp_data = REST;
      16'h02B8: memresp_data = NOTE_B;
      16'h02BC: memresp_data = REST;
      16'h02C0: memresp_data = NOTE_D;
      16'h02C4: memresp_data = REST;
      16'h02C8: memresp_data = NOTE_D;
      16'h02CC: memresp_data = REST;
      16'h02D0: memresp_data = NOTE_C;
      16'h02D4: memresp_data = REST;
      16'h02D8: memresp_data = NOTE_A;
      16'h02DC: memresp_data = REST;
      16'h02E0: memresp_data = NOTE_G;
      16'h02E4: memresp_data = NOTE_G;
      16'h02E8: memresp_data = NOTE_G;
      16'h02EC: memresp_data = NOTE_G;
      16'h02F0: memresp_data = REST;
      16'h02F4: memresp_data = REST;
      16'h02F8: memresp_data = REST;
      16'h02FC: memresp_data = SONG_END;
      16'h0400: memresp_data = SONG_END;
      16'h0404: memresp_data = SONG_END;
      16'h0408: memresp_data = SONG_END;
      16'h040C: memresp_data = SONG_END;
      16'h0410: memresp_data = SONG_END;
      16'h0414: memresp_data = SONG_END;
      16'h0418: memresp_data = SONG_END;
      16'h041C: memresp_data = SONG_END;
      16'h0420: memresp_data = SONG_END;
      16'h0424: memresp_data = SONG_END;
      16'h0428: memresp_data = SONG_END;
      16'h042C: memresp_data = SONG_END;
      16'h0430: memresp_data = SONG_END;
      16'h0434: memresp_data = SONG_END;
      16'h0438: memresp_data = SONG_END;
      16'h043C: memresp_data = SONG_END;
      16'h0440: memresp_data = SONG_END;
      16'h0444: memresp_data = SONG_END;
      16'h0448: memresp_data = SONG_END;
      16'h044C: memresp_data = SONG_END;
      16'h0450: memresp_data = SONG_END;
      16'h0454: memresp_data = SONG_END;
      16'h0458: memresp_data = SONG_END;
      16'h045C: memresp_data = SONG_END;
      16'h0460: memresp_data = SONG_END;
      16'h0464: memresp_data = SONG_END;
      16'h0468: memresp_data = SONG_END;
      16'h046C: memresp_data = SONG_END;
      16'h0470: memresp_data = SONG_END;
      16'h0474: memresp_data = SONG_END;
      16'h0478: memresp_data = SONG_END;
      16'h047C: memresp_data = SONG_END;
      16'h0480: memresp_data = SONG_END;
      16'h0484: memresp_data = SONG_END;
      16'h0488: memresp_data = SONG_END;
      16'h048C: memresp_data = SONG_END;
      16'h0490: memresp_data = SONG_END;
      16'h0494: memresp_data = SONG_END;
      16'h0498: memresp_data = SONG_END;
      16'h049C: memresp_data = SONG_END;
      16'h04A0: memresp_data = SONG_END;
      16'h04A4: memresp_data = SONG_END;
      16'h04A8: memresp_data = SONG_END;
      16'h04AC: memresp_data = SONG_END;
      16'h04B0: memresp_data = SONG_END;
      16'h04B4: memresp_data = SONG_END;
      16'h04B8: memresp_data = SONG_END;
      16'h04BC: memresp_data = SONG_END;
      16'h04C0: memresp_data = SONG_END;
      16'h04C4: memresp_data = SONG_END;
      16'h04C8: memresp_data = SONG_END;
      16'h04CC: memresp_data = SONG_END;
      16'h04D0: memresp_data = SONG_END;
      16'h04D4: memresp_data = SONG_END;
      16'h04D8: memresp_data = SONG_END;
      16'h04DC: memresp_data = SONG_END;
      16'h04E0: memresp_data = SONG_END;
      16'h04E4: memresp_data = SONG_END;
      16'h04E8: memresp_data = SONG_END;
      16'h04EC: memresp_data = SONG_END;
      16'h04F0: memresp_data = SONG_END;
      16'h04F4: memresp_data = SONG_END;
      16'h04F8: memresp_data = SONG_END;
      16'h04FC: memresp_data = SONG_END;
      16'h2200: memresp_data = NOTE_C;
      16'h2204: memresp_data = NOTE_C;
      16'h2208: memresp_data = NOTE_C;
      16'h220C: memresp_data = NOTE_D;
      16'h2210: memresp_data = NOTE_E;
      16'h2214: memresp_data = NOTE_E;
      16'h2218: memresp_data = NOTE_E;
      16'h221C: memresp_data = NOTE_D;
      16'h2220: memresp_data = NOTE_C;
      16'h2224: memresp_data = REST;
      16'h2228: memresp_data = NOTE_A;
      16'h222C: memresp_data = REST;
      16'h2230: memresp_data = NOTE_A;
      16'h2234: memresp_data = REST;
      16'h2238: memresp_data = NOTE_G;
      16'h223C: memresp_data = REST;
      16'h2240: memresp_data = NOTE_D;
      16'h2244: memresp_data = NOTE_D;
      16'h2248: memresp_data = NOTE_D;
      16'h224C: memresp_data = NOTE_C;
      16'h2250: memresp_data = NOTE_B;
      16'h2254: memresp_data = NOTE_B;
      16'h2258: memresp_data = NOTE_C;
      16'h225C: memresp_data = NOTE_C;
      16'h2260: memresp_data = NOTE_D;
      16'h2264: memresp_data = NOTE_D;
      16'h2268: memresp_data = NOTE_D;
      16'h226C: memresp_data = NOTE_D;
      16'h2270: memresp_data = REST;
      16'h2274: memresp_data = REST;
      16'h2278: memresp_data = REST;
      16'h227C: memresp_data = REST;
      16'h2280: memresp_data = NOTE_C;
      16'h2284: memresp_data = NOTE_C;
      16'h2288: memresp_data = NOTE_C;
      16'h228C: memresp_data = NOTE_D;
      16'h2290: memresp_data = NOTE_E;
      16'h2294: memresp_data = NOTE_E;
      16'h2298: memresp_data = NOTE_E;
      16'h229C: memresp_data = NOTE_D;
      16'h22A0: memresp_data = NOTE_C;
      16'h22A4: memresp_data = REST;
      16'h22A8: memresp_data = NOTE_A;
      16'h22AC: memresp_data = REST;
      16'h22B0: memresp_data = NOTE_A;
      16'h22B4: memresp_data = REST;
      16'h22B8: memresp_data = NOTE_G;
      16'h22BC: memresp_data = REST;
      16'h22C0: memresp_data = NOTE_D;
      16'h22C4: memresp_data = NOTE_D;
      16'h22C8: memresp_data = NOTE_D;
      16'h22CC: memresp_data = NOTE_E;
      16'h22D0: memresp_data = NOTE_F;
      16'h22D4: memresp_data = NOTE_F;
      16'h22D8: memresp_data = NOTE_B;
      16'h22DC: memresp_data = NOTE_B;
      16'h22E0: memresp_data = NOTE_C;
      16'h22E4: memresp_data = NOTE_C;
      16'h22E8: memresp_data = NOTE_C;
      16'h22EC: memresp_data = NOTE_C;
      16'h22F0: memresp_data = REST;
      16'h22F4: memresp_data = REST;
      16'h22F8: memresp_data = REST;
      16'h22FC: memresp_data = REST;
      16'h2300: memresp_data = NOTE_E;
      16'h2304: memresp_data = NOTE_E;
      16'h2308: memresp_data = REST;
      16'h230C: memresp_data = NOTE_E;
      16'h2310: memresp_data = NOTE_D;
      16'h2314: memresp_data = REST;
      16'h2318: memresp_data = NOTE_D;
      16'h231C: memresp_data = REST;
      16'h2320: memresp_data = NOTE_C;
      16'h2324: memresp_data = NOTE_C;
      16'h2328: memresp_data = REST;
      16'h232C: memresp_data = NOTE_C;
      16'h2330: memresp_data = NOTE_B;
      16'h2334: memresp_data = REST;
      16'h2338: memresp_data = NOTE_B;
      16'h233C: memresp_data = REST;
      16'h2340: memresp_data = NOTE_A;
      16'h2344: memresp_data = NOTE_A;
      16'h2348: memresp_data = REST;
      16'h234C: memresp_data = NOTE_A;
      16'h2350: memresp_data = NOTE_G;
      16'h2354: memresp_data = REST;
      16'h2358: memresp_data = NOTE_C;
      16'h235C: memresp_data = REST;
      16'h2360: memresp_data = NOTE_D;
      16'h2364: memresp_data = NOTE_D;
      16'h2368: memresp_data = NOTE_D;
      16'h236C: memresp_data = NOTE_D;
      16'h2370: memresp_data = REST;
      16'h2374: memresp_data = REST;
      16'h2378: memresp_data = REST;
      16'h237C: memresp_data = REST;
      16'h2380: memresp_data = NOTE_C;
      16'h2384: memresp_data = NOTE_C;
      16'h2388: memresp_data = NOTE_C;
      16'h238C: memresp_data = NOTE_D;
      16'h2390: memresp_data = NOTE_E;
      16'h2394: memresp_data = NOTE_E;
      16'h2398: memresp_data = NOTE_E;
      16'h239C: memresp_data = NOTE_D;
      16'h23A0: memresp_data = NOTE_C;
      16'h23A4: memresp_data = REST;
      16'h23A8: memresp_data = NOTE_A;
      16'h23AC: memresp_data = REST;
      16'h23B0: memresp_data = NOTE_A;
      16'h23B4: memresp_data = REST;
      16'h23B8: memresp_data = NOTE_G;
      16'h23BC: memresp_data = REST;
      16'h23C0: memresp_data = NOTE_D;
      16'h23C4: memresp_data = NOTE_D;
      16'h23C8: memresp_data = NOTE_D;
      16'h23CC: memresp_data = NOTE_E;
      16'h23D0: memresp_data = NOTE_F;
      16'h23D4: memresp_data = NOTE_F;
      16'h23D8: memresp_data = NOTE_B;
      16'h23DC: memresp_data = NOTE_B;
      16'h23E0: memresp_data = NOTE_C;
      16'h23E4: memresp_data = NOTE_C;
      16'h23E8: memresp_data = NOTE_C;
      16'h23EC: memresp_data = NOTE_C;
      16'h23F0: memresp_data = REST;
      16'h23F4: memresp_data = REST;
      16'h23F8: memresp_data = REST;
      16'h23FC: memresp_data = SONG_END;
      default:  memresp_data = SONG_END;
    endcase
    if ( !memreq_val )
      memresp_data = 32'b0;
  end
endmodule
</file>
<file path="flow/constraint.sdc">
current_design MusicMem_RTL

set clk_period 4.4
set clk_io_pct 0.2

create_clock -name clk0 -period $clk_period

set non_clock_inputs [all_inputs -no_clocks]
set_input_delay [expr $clk_period * $clk_io_pct] -clock clk0 $non_clock_inputs
set_output_delay [expr $clk_period * $clk_io_pct] -clock clk0 [all_outputs]
</file>
<file path="flow/run.sh">
#!/bin/bash
# OpenROAD 26Q1-2900-gdf79404cd8, Yosys 0.63+post, stock flow scripts
make -C /OpenROAD-flow-scripts/flow DESIGN_CONFIG=/design/flow/config.mk WORK_HOME=/design/flow/orfs finish
</file>
==> results.txt <==
Results of the run.

The number of warnings reported in the stage logs is 34. The report shows a maximum critical-path fanout of 7. The full die area is 0.0102 mm². The via count of the first global-routing pass is 2004. STA classifies the critical path startpoint as a primary input. For the finished layout, the period the worst path requires is 4440 ps. The share of total power consumed by net switching is 44.4%. The category of the most critical setup path is primary input to primary output. The final period utilization is 101%. The synthesized netlist was found by Yosys to have 224 cells. In the final timing run, aggregate negative setup slack is -72.0 ps. The first detailed-routing pass ran for 4 iterations. The max-slew violation total from the final report is 0. The final layout contains routed wiring with a total length of 6160 µm. The script reports the combined buffer and inverter count of the critical path as 5. The final report gives the standard cell area, fillers excluded, as 0.00245 mm².

The average routed wire per standard cell is 16.4 µm. For this design the ratio of total power to cell area is 75.2 mW/mm². The cell at the slowest stage of the critical path is clkdlybuf4s50_1. The sequential cell area is 0 µm². The static leakage is 1.09 nW. The fraction of the yosys area taken by sequential cells is 0%. The wire length of the first global-routing pass is 9980 µm. The share of final-layout standard cells stronger than drive strength 1 is 36.2%. The placement-stage cell area is 0.00218 mm².

The antenna violation net count after detailed routing is 0. Setup slack on the critical path of the routed design comes to -38.7 ps. The power share of the combinational group is 100.0%. The width of the die is 101 µm. After floorplanning, the core was sized to cover 0.00635 mm². The sequential fraction of design power is 0%. In the routed netlist, the antenna diode instances number 0.

The starting density of the core is 22.6%. The number of antenna violations at the first check in global routing is 0. In this run the layout overhead on the synthesized area is reported as 70.6%.

The critical path endpoint has a required time of 3520 ps. The post-synthesis instance area is 0.00144 mm². The vertical die dimension is 101 µm.

Walking the worst path, the cells encountered are buf_6, buf_6, mux2_4, a22oi_2, o32ai_1, or3_1, or4_4, nor4_4, buf_4, bufbuf_16, clkdlybuf4s50_1. Grouping stages by cell kind, the critical path spends the most delay in simple AND/OR/NAND/NOR gates. Counting endpoints that fail hold in the final report gives 0. The flop count is 0. The flow ran to the end, but the final reports show violations. The checks that failed: negative setup slack. During placement, the flow inserted port buffers numbering 49. The warning tally printed by Yosys for this design is 1. For this run, the slowest stage of the critical path takes 460 ps. Setup repair after global routing could not meet its margin everywhere.

The power spent charging and discharging nets is 81.8 µW. The cell count after synthesis came out at 224. The flow reports an fmax of 0.225 GHz. For reference, the post-synthesis area per instance comes to 6.41 µm².

In this run the worst hold path is classified as primary input to primary output. Entering global routing, the biggest net connects 27 pins. The clock group share of total power is 0%.

The total cell area reported by yosys after synthesis is 0.00144 mm². Among the stages of the critical path, the cell type that occurs most often is buf_6. The transition time at the pin with the least slew margin is 524 ps. Max-cap violations in this run came to 0.

The setup-violating endpoint count in the final report is 2. Per the layout report, the design carries 0 clock buffers. The count of different cell masters after synthesis is 58. In this run the core area contains 29 standard-cell rows. The initial detailed-routing violation count is 246. During I/O placement, the number of pins put on the boundary was 49. The worst setup path is captured at a primary output.

The worst IR drop on VDD is 0.0000574 V. The tightest hold path in the finished design has a slack of 2690 ps. Measured against its own limit, the worst slew margin works out to 64.8%. Cell internal power was estimated by the tool at 102 µW. Per the GRT congestion report, total overflow comes to 0. Note, the detailed placer reported a final HPWL of 4710 µm. The worst path arrival time is 3560 ps. For this run, the total global-route usage over all layers was measured as 11.5%. The via density per instance is 5.26. The weighted congestion reported at the end of routability-driven placement is 0.934. The number of remaining DRC errors is 0.

The total vias in the final route is 1972. Measured on the finished design, the core utilization comes to 38.6%.
## synthesized netlist by cell type (2+ instances only)
cell       number  area [µm²]
nor4b_1         2        17.5
a31oi_1         2        12.5
buf_4          28         210
o221ai_1        2        17.5
nor3_1         13        65.1
and3b_1         3        26.3
and4_1          2        17.5
or4_1           4        30.0
buf_2          13        65.1
o32ai_1         3        26.3
and2_1          4        25.0
or2_2           6        37.5
a2111oi_0       2        17.5
o31ai_1         2        15.0
buf_1           3        11.3
nor2_1         15        56.3
clkbuf_1        3        11.3
and3_1          2        12.5
nor4_1          4        25.0
xor2_1          3        26.3
mux2i_1         2        20.0
or3_1           3        18.8
o211ai_1        2        15.0
nand2_1        14        52.6
inv_1           4        15.0
a21oi_1        11        55.1
nor2b_1         6        37.5
a32oi_1         4        35.0
nand3_1         8        40.0
nand4_1         5        31.3
o2111ai_1       2        17.5
a211oi_1        6        45.0
nand2b_1        4        25.0
nor3b_1         2        15.0
nand4b_1        2        17.5
o21ai_0        11        55.1
## layout make-up
class	count	area (µm²)
repair buffers	122	1130
inverters	4	15.0
well taps	77	96.3
multi-input cells	172	1210
fillers	630	3900
## per-stage QoR
step | cells | setup WS (ps) | power (mW)
after CTS | 377 | -2.67 | 0.189
after detailed placement | 361 | -537 | 0.166
after global routing | 375 | -136 | 0.200
final | 375 | -38.7 | 0.184
after global placement | 361 | -472 | 0.167
after floorplan | 224 | 56.7 | 0.0871
## routing by layer
metal,vias up,wire (µm),global-route usage (%)
met4,0,184,3.22
met3,14,349,1.25
met2,82,2900,20.0
met5,-,0,0
met1,898,2730,14.5
li1,978,-,-
## power groups by stage
| stage | Combinational (mW) | Sequential [mW] | Clock (mW) |
|---|---|---|---|
| after global routing | 0.200 | 0 | 0 |
| after CTS | 0.189 | 0 | 0 |
| final | 0.184 | 0 | 0 |
## logic make-up (layout without fill, tap and decap cells)
family                 Yosys count  count (layout)  share of synthesized area, %
AND/OR/NAND/NOR                104             104                          42.1
multiplexers                     3               3                          2.44
buffers and inverters           52             126                          22.6
XOR/XNOR                         3               3                          1.83
AND-OR/OR-AND                   62              62                          31.1
## final timing paths
| kind | slack (ps) | endpoint | start | cells past startpoint |
|---|---|---|---|---|
| max | -40 | memresp_data[26] | memreq_addr[6] | 11 |
| min | 2690 | memresp_data[22] | memreq_addr[7] | 7 |
## what timing repair did
item,CTS,global route
setup buffers,12,1
hold buffers,0,0
pin swaps,13,6
gates cloned,4,0
resized,65,28
endpoints found under the setup margin,32,29
## cells in the final DEF, fill, tap and decap left out, drive strengths merged, types with 3 or more instances in the layout
cell type      netlist  routed
buf                 45      77
clkdlybuf4s50        0      17
dlymetal6s2s         0      16
nor2                15      15
nand2               14      14
nor3                13      13
o21ai               11      11
a21oi               11      11
dlygate4sd2          0       8
nand3                8       8
or2                  6       6
a211oi               6       6
nor2b                6       6
nand4                5       5
or4                  5       5
nor4                 5       5
and2                 4       4
inv                  4       4
nand2b               4       4
a32oi                4       4
and3b                3       3
or3                  3       3
o32ai                3       3
xor2                 3       3
clkbuf               3       3
No activity file was given, so power comes from the tool's default toggle rates.
