**design.v**
```verilog
module FullAdder_GL
(
  (* keep=1 *) input  wire in0,
  (* keep=1 *) input  wire in1,
  (* keep=1 *) input  wire cin,
  (* keep=1 *) output wire cout,
  (* keep=1 *) output wire sum
);
  assign cout = (in0 & in1) | (in1 & cin) | (in0 & cin);
  assign sum = (in0 ^ in1) ^ (cin);
endmodule
module AdderRippleCarry_4b_GL
(
  (* keep=1 *) input  wire [3:0] in0,
  (* keep=1 *) input  wire [3:0] in1,
  (* keep=1 *) input  wire       cin,
  (* keep=1 *) output wire       cout,
  (* keep=1 *) output wire [3:0] sum
);
  wire carry0, carry1, carry2;
  FullAdder_GL fa0 (
    .in0(in0[0]),
    .in1(in1[0]),
    .cin(cin),
    .cout(carry0),
    .sum(sum[0])
  ); 
  FullAdder_GL fa1 (
    .in0(in0[1]),
    .in1(in1[1]),
    .cin(carry0),
    .cout(carry1),
    .sum(sum[1])
  ); 
  FullAdder_GL fa2 (
    .in0(in0[2]),
    .in1(in1[2]),
    .cin(carry1),
    .cout(carry2),
    .sum(sum[2])
  ); 
  FullAdder_GL fa3 (
    .in0(in0[3]),
    .in1(in1[3]),
    .cin(carry2),
    .cout(cout),
    .sum(sum[3])
  ); 
endmodule
module AdderRippleCarry_8b_GL
(
  (* keep=1 *) input  wire [7:0] in0,
  (* keep=1 *) input  wire [7:0] in1,
  (* keep=1 *) input  wire       cin,
  (* keep=1 *) output wire       cout,
  (* keep=1 *) output wire [7:0] sum
);
  wire carry;
  AdderRippleCarry_4b_GL adder0 (
    .in0(in0[3:0]),
    .in1(in1[3:0]),
    .cin(cin),
    .cout(carry),
    .sum(sum[3:0])
  );
  AdderRippleCarry_4b_GL adder1 (
    .in0(in0[7:4]),
    .in1(in1[7:4]),
    .cin(carry),
    .cout(cout),
    .sum(sum[7:4])
  );
endmodule
module Subtractor_8b_GL
(
  (* keep=1 *) input  wire [7:0] in0,
  (* keep=1 *) input  wire [7:0] in1,
  (* keep=1 *) output wire [7:0] diff
);
  wire unused;
  AdderRippleCarry_8b_GL complement(
    .in0(in0),
    .in1(~in1),
    .cin(1'b1),
    .cout(unused),
    .sum(diff)
  );
endmodule
```
**run.sh**
```bash
#!/bin/bash
# OpenROAD 26Q1-2900-gdf79404cd8, Yosys 0.63+post, stock flow scripts
make -C /OpenROAD-flow-scripts/flow DESIGN_CONFIG=/design/flow/config.mk WORK_HOME=/design/flow/orfs finish
```
**config.mk**
```make
export PLATFORM = sky130hd
export DESIGN_NAME = Subtractor_8b_GL
export DESIGN_NICKNAME = Subtractor_8b_GL
export VERILOG_FILES = /design/flow/design.v
export SDC_FILE = /design/flow/constraint.sdc
export NUM_CORES = 4
export LEC_CHECK = 1
export CORE_AREA = 10 10 70 70
export DIE_AREA = 0 0 80 80
```
**constraint.sdc**
```tcl
current_design Subtractor_8b_GL

set clk_period 3.7
set clk_io_pct 0.2

create_clock -name clk0 -period $clk_period

set non_clock_inputs [all_inputs -no_clocks]
set_input_delay [expr $clk_period * $clk_io_pct] -clock clk0 $non_clock_inputs
set_output_delay [expr $clk_period * $clk_io_pct] -clock clk0 [all_outputs]
```
==> datasheet_impl.txt <==
Table: implementation figures

Parameter                              Value

Worst setup path
  Critical path capture point type    primary output
  Crit Path Category    in -> out
  Top fanout value on the critical path    1
  Worst EP required    2.96 ns
  Type of element launching the critical path    input pin
  Crit path arrival time    roughly 3.6 ns

Finish
  Final Instance Count excl. Fillers    around 94
  Final-layout clock buffer total    0
  Register cell area after layout    0 µm²
  Share of post-route cells with drive strength above 1    a little under two fifths
  Sequential cell count    0
  Synthesis-to-layout area growth    95.0%

STA
  RSZ-0062 raised after global routing    yes
  Final hold viol count    0
  Number of setup violations in the final report    3
  Part of the cycle the worst path needs    118%
  Maximum operating frequency    between 200 and 250 MHz
  Number of pins with negative max-slew slack in the final report    0
  Slew @ Worst Pin    0.0909 ns
  Final sum of negative setup slack    -1.13 ns
  Hold Worst Slack    2.09 ns
  Clock period minus worst slack    roughly 4.4 ns
  Relative max-transition margin    a little over nine tenths
  Final Worst Setup Slack    -0.655 ns

Clocking
  Setup bufs post-CTS    0
  Cts hold-fix bufs    0

Outcome
  Failing checks    negative setup slack
  Status    finished, violations left

Global route
  Overall global routing resource usage    approximately 2.1%
  Global-route wire length before repair    1080 µm
  Number of global-route vias before repair    241
  Largest net degree at the start of global routing    2
  GRT overflow    0
  Antenna violations before repair    0

Floorplanning
  Initial core utilization    under 10%
  Chip width    80 µm
  Row count    21
  Core Box Area    around 0.0034 mm²
  Num ports    24
  Die Height    roughly 80 µm
  Die Size    roughly 0.0064 mm²

Place
  Cell count after placement    ~94
  Total of buffers placed on input and output ports    24
  Routability Congestion    approximately 0.78
  Hpwl dp    a little over 700 µm

Worst hold path
  Startpoint of the most critical hold path    in1[0]
  Tightest Hold Check Type    in -> out
  Depth of the worst hold-timing path    4
  Hold EP    diff[0]

Detailed routing
  Remaining antenna violation count    0
  Vias    between 200 and 250
  Detail-routed net length per standard cell    between 7 and 8 µm
  First drt pass iteration count    1
  DRC marker count from the first detailed-route iteration    0
  Post-route DRC violation count    0
  # diodes    0
  Ratio of routed vias to standard cells    roughly 2.4
  DRT Wirelength    between 600 and 700 µm

Synth
  Post-Synthesis Cell Area    about 270 µm²
  Synthesis warning total    0
  Synth Area per Inst    around 8.5 µm²
  Gate count of the mapped netlist    32

Power and ir drop
  Leakage power total    0.239 nW
  Power per standard cell area    approximately 120 mW/mm²
  VDD IR max    slightly above 0.04 mV

Run
  Max-cap violations    0
  OpenROAD warnings    39
## power by group
| part | internal [mW] | total (mW) | switching, mW |
|---|---|---|---|
| sequential | 0 | 0 | 0 |
| clock | 0 | 0 | 0 |
| combinational | 0.0437 | 0.0658 | 0.0221 |
## per-layer routing
metal,GRT usage (%),vias to the layer above,routed length [µm]
li1,-,104,-
met1,3.16,98,312
met2,2.25,23,181
met3,1.59,0,204
met4,0,0,0
met5,0,-,0
## through the flow
stage	power [mW]	utilization, %	instance area [µm²]	worst slack (ns)
2_1_floorplan	0.0399	-	310	-0.556
3_3_place_gp	0.0758	16.0	548	-1.57
3_5_place_dp	0.0758	16.0	548	-1.60
4_1_cts	0.0699	15.6	534	-1.03
5_1_grt	0.0764	15.6	532	-0.746
6_report	0.0658	15.6	532	-0.655
## how the worst max path moves through the flow
stage | startpoint | to | slack, ns | cells past startpoint
6_report | in0[0] | diff[7] | -0.65 | 12
5_1_grt | in0[0] | diff[7] | -0.75 | 12
4_1_cts | in0[0] | diff[7] | -1.03 | 12
## critical path: stages
cell	delay [ns]
sky130_fd_sc_hd__buf_8	0.09
sky130_fd_sc_hd__inv_12	0.03
sky130_fd_sc_hd__ha_4	0.14
sky130_fd_sc_hd__fa_2	0.33
sky130_fd_sc_hd__fa_2	0.34
sky130_fd_sc_hd__fa_2	0.35
sky130_fd_sc_hd__fa_2	0.34
sky130_fd_sc_hd__fa_2	0.34
sky130_fd_sc_hd__fa_2	0.34
sky130_fd_sc_hd__inv_2	0.06
sky130_fd_sc_hd__fa_1	0.39
sky130_fd_sc_hd__buf_2	0.12
## layout by cell type (no fill, tap or decap)
cell type and instances:
sky130_fd_sc_hd__buf_2 4, sky130_fd_sc_hd__clkdlybuf4s50_1 16, sky130_fd_sc_hd__inv_2 3, sky130_fd_sc_hd__inv_12 1
sky130_fd_sc_hd__ha_4 1, sky130_fd_sc_hd__buf_6 1, sky130_fd_sc_hd__fa_2 6, sky130_fd_sc_hd__buf_8 1
sky130_fd_sc_hd__inv_1 12, sky130_fd_sc_hd__clkbuf_2 1, sky130_fd_sc_hd__clkdlybuf4s15_1 1, sky130_fd_sc_hd__fa_1 1
## timing repair
| action | in CTS | in global routing |
|---|---|---|
| setup endpoints to repair | 5 | 3 |
| pin swaps | 8 | 7 |
| gates resized | 31 | 4 |
## final cells by class
cell class | count | area (µm²)
fill | 388 | 2880
tap | 46 | 57.6
timing repair buffer | 24 | 221
inverter | 16 | 72.6
multi-input combinational | 8 | 180
Power and IR drop assume default switching activity.
