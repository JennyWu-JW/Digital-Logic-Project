File: ./design.v
module BinaryToBinCodedDec_GL
(
  (* keep=1 *) input  wire [4:0] in,
  (* keep=1 *) output wire [3:0] tens,
  (* keep=1 *) output wire [3:0] ones
);
  wire a, b, c, d, e;
  assign a = in[4];
  assign b = in[3];
  assign c = in[2];
  assign d = in[1];
  assign e = in[0];
  wire min1, min2, min3, min4, min5, min6, min7, min8, min9, min10, min11, min12, min13, min14, min15;
  wire min16, min17, min18, min19, min20, min21, min22, min23, min24, min25, min26, min27, min28, min29, min30, min31;
  assign min1 = ~a & ~b & ~c & ~d & e;
  assign min2 = ~a & ~b & ~c & d & ~e;
  assign min3 = ~a & ~b & ~c & d & e;
  assign min4 = ~a & ~b & c & ~d & ~e;
  assign min5 = ~a & ~b & c & ~d & e;
  assign min6 = ~a & ~b & c & d & ~e;
  assign min7 = ~a & ~b & c & d & e;
  assign min8 = ~a & b & ~c & ~d & ~e;
  assign min9 = ~a & b & ~c & ~d & e;
  assign min10 = ~a & b & ~c & d & ~e;
  assign min11 = ~a & b & ~c & d & e;
  assign min12 = ~a & b & c & ~d & ~e;
  assign min13 = ~a & b & c & ~d & e;
  assign min14 = ~a & b & c & d & ~e;
  assign min15 = ~a & b & c & d & e;
  assign min16 = a & ~b & ~c & ~d & ~e;
  assign min17 = a & ~b & ~c & ~d & e;
  assign min18 = a & ~b & ~c & d & ~e;
  assign min19 = a & ~b & ~c & d & e;
  assign min20 = a & ~b & c & ~d & ~e;
  assign min21 = a & ~b & c & ~d & e;
  assign min22 = a & ~b & c & d & ~e;
  assign min23 = a & ~b & c & d & e;
  assign min24 = a & b & ~c & ~d & ~e;
  assign min25 = a & b & ~c & ~d & e;
  assign min26 = a & b & ~c & d & ~e;
  assign min27 = a & b & ~c & d & e;
  assign min28 = a & b & c & ~d & ~e;
  assign min29 = a & b & c & ~d & e;
  assign min30 = a & b & c & d & ~e;
  assign min31 = a & b & c & d & e;
  assign tens[0] = min10 | min11 | min12 | min13 | min14 | min15 | min16 | min17 | min18 | min19 | min30 | min31;
  assign tens[1] = min20 | min21 | min22 | min23 | min24 | min25 | min26 | min27 | min28 | min29 | min30 | min31;
  assign tens[2] = 0;
  assign tens[3] = 0;
  assign ones[0] = min1 | min3 | min5 | min7 | min9 | min11 | min13 | min15 | min17 | min19 | min21 | min23 | min25 | min27 | min29 | min31;
  assign ones[1] = min2 | min3 | min6 | min7 | min12 | min13 | min16 | min17 | min22 | min23 | min26 | min27;
  assign ones[2] = min4 | min5 | min6 | min7 | min14 | min15 | min16 | min17 | min24 | min25 | min26 | min27;
  assign ones[3] = min8 | min9 | min18 | min19 | min28 | min29;
endmodule
module BinaryToSevenSeg_GL
(
  (* keep=1 *) input  wire [3:0] in,
  (* keep=1 *) output wire [6:0] seg
);
  wire a, b, c, d;
  assign a = in[3];
  assign b = in[2];
  assign c = in[1];
  assign d = in[0];
  assign seg[0] = (~a & b & ~c & ~d) | (~a & ~b & ~c & d);
  assign seg[1] = (~a & b & ~c & d) | (~a & b & c & ~d);
  assign seg[2] = ~a & ~b & c & ~d;
  assign seg[3] = (~b & ~c & d) | (~a & b & ~c & ~d) | (~a & b & c & d);
  assign seg[4] = (~a & d) | (~a & b & ~c) | (~b & ~c & d);
  assign seg[5] = (~a & ~b & d) | (~a & c & d) | (~a & ~b & c);
  assign seg[6] = (~a & ~b & ~c) | (~a & b & c & d);
endmodule
module Display_GL
(
  (* keep=1 *) input  wire [4:0] in,
  (* keep=1 *) output wire [6:0] seg_tens,
  (* keep=1 *) output wire [6:0] seg_ones
);
  wire [3:0] tensplace;
  wire [3:0] onesplace;
  BinaryToBinCodedDec_GL tens_ones (
    .in(in),
    .tens(tensplace),
    .ones(onesplace)
  );
  BinaryToSevenSeg_GL ones(
    .in(onesplace),
    .seg(seg_ones)
  );
  BinaryToSevenSeg_GL tens(
    .in(tensplace),
    .seg(seg_tens)
  );
endmodule
File: ./run.sh
#!/bin/bash
# OpenROAD 26Q1-2900-gdf79404cd8, Yosys 0.63+post, stock flow scripts
make -C /OpenROAD-flow-scripts/flow DESIGN_CONFIG=/design/flow/config.mk WORK_HOME=/design/flow/orfs finish
File: ./config.mk
export PLATFORM = sky130hd
export DESIGN_NAME = Display_GL
export DESIGN_NICKNAME = Display_GL
export VERILOG_FILES = /design/flow/design.v
export SDC_FILE = /design/flow/constraint.sdc
export NUM_CORES = 4
export LEC_CHECK = 1
export CORE_AREA = 10 10 70 70
export DIE_AREA = 0 0 80 80
File: ./constraint.sdc
current_design Display_GL

set clk_period 2.2
set clk_io_pct 0.2

create_clock -name clk0 -period $clk_period

set non_clock_inputs [all_inputs -no_clocks]
set_input_delay [expr $clk_period * $clk_io_pct] -clock clk0 $non_clock_inputs
set_output_delay [expr $clk_period * $clk_io_pct] -clock clk0 [all_outputs]
==> results_tabular.tex <==
% Yosys + OpenROAD metrics
\begin{tabular}{lr}
\hline
Metric & Value \\
\hline
\multicolumn{2}{l}{\textbf{Status}} \\
\quad Status & finished, final reports clean \\
\multicolumn{2}{l}{\textbf{Routing}} \\
\quad Via total after detailed routing & 486 \\
\quad Number of routed nets with antenna violations & 0 \\
\quad Post-DR vias/cell & 3.71 \\
\quad Sum of routed wire length over all layers & 1.40 mm \\
\quad DR DRC count & 0 \\
\quad Antenna cell count & 0 \\
\quad Drt pass-1 iters & 4 \\
\quad Initial DRC count & 21 \\
\quad DR WL/cell & 10.7 um \\
\multicolumn{2}{l}{\textbf{Min path}} \\
\quad Hold path cells & 5 \\
\quad Worst Hold Class & in2out \\
\multicolumn{2}{l}{\textbf{Cells and area}} \\
\quad Synthesis-to-finish area growth & 49.5\% \\
\quad Fraction of final layout cells sized beyond drive strength 1 & 0.412 \\
\quad Number of sequential storage elements & 0 \\
\quad Final cell utilization of the core & 0.212 \\
\quad Fill cell instance count of the final layout & 380 \\
\quad Number of clock buffers in the layout & 0 \\
\quad Register Area & 0 um\^{}2 \\
\multicolumn{2}{l}{\textbf{Synth}} \\
\quad Instance count of the mapped netlist & 68 \\
\quad Count of warnings emitted by yosys & 0 \\
\quad Avg Synthesized Cell Area & 7.14 um\^{}2 \\
\quad Netlist Area Pre-Place & 485 um\^{}2 \\
\multicolumn{2}{l}{\textbf{Global route}} \\
\quad Largest net degree at the start of global routing & 9 \\
\quad Total Routing Usage GR & 0.0397 \\
\quad Remaining global-route overflow & 0 \\
\quad Initial antenna violation count & 0 \\
\quad First-pass GRT wire length & 2.13 mm \\
\quad Number of global-route vias before repair & 461 \\
\multicolumn{2}{l}{\textbf{Die}} \\
\quad Vertical die dimension & 80 um \\
\quad Core Density at Floorplan & 0.142 \\
\quad Floorplan die area & 6400 um\^{}2 \\
\quad Std-Cell Core Area & 3420 um\^{}2 \\
\quad Placement row count & 21 \\
\quad Num ports & 19 \\
\quad Die Wd & 80 um \\
\multicolumn{2}{l}{\textbf{Critical path}} \\
\quad Stages on worst setup path & 6 \\
\quad Arrival time of data at the critical path endpoint & 1.67 ns \\
\quad Max Fanout on Critical Path & 6 \\
\quad Slowest cell delay on critical path & 0.47 ns \\
\quad WP buf/inv & 3 \\
\quad Data required, critical path & 1.76 ns \\
\quad Kind of cell adding the most delay to the critical path & buffers and inverters \\
\quad Crit path launch type & input port \\
\quad Critical Path Slowest Stage Cell & sky130\_fd\_sc\_hd\_\_clkdlybuf4s50\_1 \\
\quad Category of the critical setup timing path & in2out \\
\quad Cell-by-cell trace of the critical path & dlygate4sd2\_1, buf\_6, nor2\_2, a22oi\_2, nor2\_1, clkdlybuf4s50\_1 \\
\quad Critical Path End Type & output pin \\
\multicolumn{2}{l}{\textbf{Placed design}} \\
\quad Hpwl dp & 1.12 mm \\
\quad Post-placement worst setup slack & -0.414 ns \\
\quad Final weighted congestion in routability-driven placement & 0.867 \\
\quad Tally of buffers added on design ports & 18 \\
\multicolumn{2}{l}{\textbf{Final timing}} \\
\quad Time the worst path needs with I/O delays and setup & 2.11 ns \\
\quad Final Hold Slack & 1.48 ns \\
\quad Post-layout worst setup margin & 0.0913 ns \\
\quad Final period utilization & 0.959 \\
\quad Final max-slew violation count & 0 \\
\quad Count of final hold-check violations & 0 \\
\quad Accumulated negative setup slack & 0 ns \\
\quad Number of endpoints failing setup at the final stage & 0 \\
\quad FMAX & 474 MHz \\
\quad Unrepaired setup endpoints after global routing & false \\
\multicolumn{2}{l}{\textbf{Pwr}} \\
\quad Power density cells & 190 nW/um\^{}2 \\
\quad Leakage power of the design & 0.330 nW \\
\quad Maximum vdd ir drop & 42.5 uV \\
\multicolumn{2}{l}{\textbf{Job}} \\
\quad Max-cap check violation count & 0 \\
\quad OpenROAD warning count & 33 \\
\hline
\end{tabular}
-- final cells by class --
class	count	area [um^2]	area share
repair buffers	38	327	0.450
multi-input cells	45	334	0.460
well taps	46	57.6	0.0793
inverters	2	7.51	0.0103
-- power by group --
group	leakage (nW)	switching, mW	internal, mW
sequential	0	0	0
clock	0	0	0
combinational	0.330	0.0547	0.0834
total	0.330	0.0547	0.0834
-- routing by layer --
metal | global-route usage | vias up | wire length (um)
met4 | 0 | 0 | 0
met1 | 0.0541 | 216 | 649
met5 | 0 | - | 0
met2 | 0.0650 | 13 | 617
met3 | 0.0102 | 0 | 135
li1 | - | 257 | -
-- metrics by stage --
step	cells	power, mW	cell area [um^2]
floorplan	68	0.0888	485
global placement	129	0.134	683
detailed placement	129	0.136	683
CTS	131	0.141	732
global route	131	0.152	726
finish	131	0.138	726
-- worst paths after layout --
kind	start	end	slack (ns)
min	in[3]	seg_ones[5]	1.48
max	in[1]	seg_ones[2]	0.09
-- tightest hold or removal path, stage by stage --
cell	delay (ns)
sky130_fd_sc_hd__clkbuf_2	0.12
sky130_fd_sc_hd__inv_2	0.10
sky130_fd_sc_hd__a22oi_1	0.17
sky130_fd_sc_hd__o21ai_1	0.09
sky130_fd_sc_hd__dlymetal6s2s_1	0.13
-- cells in the final DEF, fill, tap and decap left out --
cell type	n
sky130_fd_sc_hd__o221ai_2	1
sky130_fd_sc_hd__nand2_1	3
sky130_fd_sc_hd__buf_4	17
sky130_fd_sc_hd__clkbuf_2	1
sky130_fd_sc_hd__nand2b_1	1
sky130_fd_sc_hd__clkdlybuf4s50_1	7
sky130_fd_sc_hd__conb_1	1
sky130_fd_sc_hd__a31oi_1	2
sky130_fd_sc_hd__dlymetal6s2s_1	1
sky130_fd_sc_hd__nand3b_1	1
sky130_fd_sc_hd__o22ai_1	1
sky130_fd_sc_hd__a21oi_1	6
sky130_fd_sc_hd__nor2b_4	2
sky130_fd_sc_hd__o21ai_0	4
sky130_fd_sc_hd__o22a_1	1
sky130_fd_sc_hd__nand4_1	1
sky130_fd_sc_hd__a21boi_4	1
sky130_fd_sc_hd__o21bai_1	1
sky130_fd_sc_hd__o21ai_1	5
sky130_fd_sc_hd__or2_4	1
sky130_fd_sc_hd__a211oi_1	1
sky130_fd_sc_hd__clkdlybuf4s15_2	1
sky130_fd_sc_hd__a22oi_2	1
sky130_fd_sc_hd__a22oi_1	1
sky130_fd_sc_hd__buf_6	3
sky130_fd_sc_hd__xnor2_1	2
sky130_fd_sc_hd__and2_4	1
sky130_fd_sc_hd__o32ai_1	1
sky130_fd_sc_hd__nand2b_2	1
sky130_fd_sc_hd__nand3b_4	1
sky130_fd_sc_hd__inv_1	1
sky130_fd_sc_hd__nand2b_4	1
sky130_fd_sc_hd__nor2_1	2
sky130_fd_sc_hd__inv_2	1
sky130_fd_sc_hd__nor2_2	1
sky130_fd_sc_hd__buf_2	1
sky130_fd_sc_hd__dlygate4sd2_1	7
-- repair_timing --
item                                    4_1_cts  5_1_grt
pin swaps                                     5        3
gates cloned                                  1        0
buffers inserted                              1        1
endpoints found under the setup margin       13        6
resized                                      29        6
hold buffers                                  0        0
Power is estimated from default activity; no workload was simulated.
